### flow/run.sh
#!/bin/bash
# OpenROAD 26Q1-2900-gdf79404cd8, Yosys 0.63+post, stock flow scripts
make -C /OpenROAD-flow-scripts/flow DESIGN_CONFIG=/design/flow/config.mk WORK_HOME=/design/flow/orfs finish
### flow/constraint.sdc
current_design ID

set clk_period 6.1
set clk_io_pct 0.2

create_clock -name clk0 -period $clk_period [get_ports {clk}]

set non_clock_inputs [all_inputs -no_clocks]
set_input_delay [expr $clk_period * $clk_io_pct] -clock clk0 $non_clock_inputs
set_output_delay [expr $clk_period * $clk_io_pct] -clock clk0 [all_outputs]
### flow/config.mk
export PLATFORM = sky130hd
export DESIGN_NAME = ID
export DESIGN_NICKNAME = ID
export VERILOG_FILES = /design/flow/design.v
export SDC_FILE = /design/flow/constraint.sdc
export NUM_CORES = 4
export LEC_CHECK = 1
export CORE_UTILIZATION = 30
### flow/design.v
`timescale 1ns / 1ps
`timescale 1ns / 1ps
module registers(input clk, reg_write,
                 input [4:0] read_reg1, read_reg2, write_reg,
                 input [31:0] write_data,
                 output [31:0] read_data1, read_data2);
    reg [31:0] x [31:0], data1, data2;
    integer idx;
    initial
    begin
        for (idx = 0; idx < 32; idx = idx + 1)
            x[idx] = idx;
    end
    always @(posedge clk)
    begin 
        if (reg_write)
            x[write_reg] <= write_data;
    end 
    always @(read_reg1) 
    begin 
        data1 = x[read_reg1];
    end
    always @(read_reg2)
    begin 
        data2 = x[read_reg2];
    end
    assign read_data1 = data1;
    assign read_data2 = data2;
endmodule
`timescale 1ns / 1ps
module imm_gen(input [31:0] in, 
               output reg [31:0] out);
    integer i;
    always @(in)
    begin
        case (in[6:0])
            7'b0000011: begin
                            out[0] = in[20];
                            out[4:1] = in[24:21];
                            out[10:5] = in[30:25];
                            for (i = 11; i < 32; i = i + 1)
                                out[i] = in[31];
                        end
            7'b0010011: begin
                            out[0] = in[20];
                            out[4:1] = in[24:21];
                            out[10:5] = in[30:25];
                            for (i = 11; i < 32; i = i + 1)
                                out[i] = in[31];
                        end
            7'b0100011: begin
                            out[0] = in[7];
                            out[4:1] = in[11:8];
                            out[10:5] = in[30:25];
                            for (i = 11; i < 32; i = i + 1)
                                out[i] = in[31];
                        end
            7'b1100011: begin
                            out[0] = 0;
                            out[4:1] = in[11:8];
                            out[10:5] = in[30:25];
                            out[11] = in[7];
                            for (i = 12; i < 32; i = i + 1)
                                out[i] = in[31];
                        end
            7'bx: out = 32'bx;
            default: out = 32'b0;  
        endcase
    end
endmodule
module ID(input clk,
          input [31:0] PC_ID, INSTRUCTION_ID,
          input RegWrite_WB,
          input [31:0] ALU_DATA_WB,
          input[4:0] RD_WB,
          output [31:0] IMM_ID, REG_DATA1_ID, REG_DATA2_ID,
          output [2:0] FUNCT3_ID,
          output [6:0] FUNCT7_ID,
          output [6:0] OPCODE_ID,
          output [4:0] RD_ID,
          output [4:0] RS1_ID,
          output [4:0] RS2_ID);
    registers my_reg(clk, RegWrite_WB, INSTRUCTION_ID[19:15], INSTRUCTION_ID[24:20], RD_WB, ALU_DATA_WB, REG_DATA1_ID, REG_DATA2_ID);
    imm_gen my_ig(INSTRUCTION_ID, IMM_ID);
    assign FUNCT3_ID = INSTRUCTION_ID[14:12];
    assign FUNCT7_ID = INSTRUCTION_ID[31:25];
    assign OPCODE_ID = INSTRUCTION_ID[6:0];
    assign RD_ID = INSTRUCTION_ID[11:7];
    assign RS1_ID = INSTRUCTION_ID[19:15];
    assign RS2_ID = INSTRUCTION_ID[24:20];
endmodule
==> impl_metrics.toml <==
# synthesis and place-and-route metrics
[run_status]
status = "completed"

[setup_path]
start_kind = "input pin"
arrival_ns = 4.24
endpoint_kind = "output port"
critical_path.top_delay_family = "buffers and inverters"
slowest_delay_ns = 0.81
crit_top_cell = "clkdlybuf4s50_1"
worst-path-buf-inv = 3
path_cells = "clkdlybuf4s50_1, nor2b_4, buf_4, a22o_1, nor3_1, a31oi_1, nand3_1, clkdlybuf4s50_1"
crit_path_top_delay_cell = "clkdlybuf4s50_1"
required_ns = 4.88
crit_type = "in -> out"
path_max_fanout = 24

[synth]
ys.flops = 1024
ys_chip_area_um2 = 49300
syn_area_per_cell_um2 = 14.3
ys_top_cells_by_area = "edfxtp_1 62%, mux2i_1 21%, a22oi_1 2.9%"
yosysSeqAreaShare = 0.624
netlist_area_um2 = 49300
synthFlopType = "edfxtp_1"
ys_cells = 3455
yosysUniqueCellTypes = 27
largest_area_cell = "edfxtp_1"
ys_warn_count = 2
top_area_frac = 0.624
edf_count = 1024
async_flop_share = 0
synthCells = 3455

[cells_and_area]
syn_to_final_growth_pct = 16.0
top_regs = "my_reg.x (1024)"
top_register = "my_reg.x"
final_util = 0.351
drive_above_1_share = 0.103
largest_reg_flops = 1024
layout_top_cells = "1,024 x mux2i_1, 1,024 x edfxtp_1, 195 x nand3_1"
fillerInstances = 15300

[die]
rows = 148
die_w_um = 407
fp.coreArea_um2 = 163000
die_h_um = 407
fp_util = 0.302
num_io_pins = 231
die-area_um2 = 166000

[sta]
report.final.slew_viol_count = 0
worstMarginPinSlew_ns = 0.979
max_slew_margin = 0.346
period_minus_slack_ns = 5.46
fmax_mhz = 183
final-setup-viol-count = 0
finalHoldViolCount = 0
period_used_share = 0.894
tns_ns = 0
rsz0062_at_grt = "no"

[cts]
cts.repair.resized = 0
cts_hold_buf = 0
h-tree-depth = 3
cts_sinks = 1024
cts_root_buffer = "clkbuf_16"
cts_setup_buffers = 0
clkTransAtPathRegs_ns = 0.06
numCtsBuffers = 104
clockBufferDepth = 3
cts_tree = "built"

[global_routing]
grt_max_degree = 80
grt-ovfl-total = 0
track_usage = 0.192
antenna_found_initial = 5
grt_pass1_wl_mm = 220
grt_pass1_vias = 32900

[place]
hpwl_mm = 89.8
io_buffers = 174
globalplace.congestion = 0.880

[routing]
drtIter0Drc = 1879
diodes = 0
via_per_inst = 5.34
wl_met1_mm = 52.8
wire_per_inst_um = 26.3
first_pass_iters = 5
dr_wl_met3_mm = 23.1
wirelength_mm = 154
top_layer_used = "met5"
dr_wl_met2_mm = 72.6
via_count = 31300
drc_errors = 0
ant_nets = 0

[power]
power.density_nw_per_um2 = 272
leakagePower_uw = 0.0207
ir_drop_v = 0.000222

[min_path]
hp-class = "in -> reg"

[flow_run]
cap_violations = 0
warnings = 58
[power breakdown]
part | switching (µW) | internal, µW | total (µW)
clock | 2690 | 3470 | 6170
combinational | 904 | 611 | 1510
sequential | 35.1 | 7830 | 7870
total | 3630 | 11900 | 15500
[metrics by stage]
step | cell area [µm²] | power, µW | cells | setup slack (ns) | hold slack [ns]
finish | 57200 | 15500 | 5855 | 0.645 | 1.33
global route | 57200 | 16000 | 5855 | 0.577 | 1.34
CTS | 57200 | 15600 | 5855 | 0.705 | 1.29
detailed placement | 53900 | 9520 | 5663 | 0.708 | 2.06
global placement | 53900 | 9520 | 5663 | 0.690 | 2.05
floorplan | 49300 | 8840 | 3455 | 2.45 | 1.32
[synthesized netlist by cell type, drive strengths merged (2+ instances only)]
library cell,instances
edfxtp,1024
mux2i,1024
buf,231
nand2,196
nand3,195
a21oi,192
a22oi,192
a22o,128
clkbuf,80
a31oi,64
nor3,64
nor2,35
mux2,5
nand2b,5
nand3b,5
nor2b,4
or3b,3
and2,2
or2,2
[area by class of cell]
| class | instances | area, µm² | share of cell area |
|---|---|---|---|
| timing repair buffer | 344 | 3540 | 0.0619 |
| clock inverter | 59 | 502 | 0.00878 |
| sequential | 1024 | 30700 | 0.538 |
| clock buffer | 133 | 2780 | 0.0486 |
| tap | 2175 | 2720 | 0.0476 |
| multi-input combinational | 2120 | 16900 | 0.295 |
[kinds of logic (layout without fill, tap and decap cells)]
logic type | after synthesis | after routing | share of synthesized area
AOI/OAI and AO/OA | 577 | 577 | 0.0798
muxes | 1029 | 1029 | 0.209
and+or+nand+nor | 514 | 514 | 0.0473
buffers and inverters | 311 | 536 | 0.0395
DFF | 1024 | 1024 | 0.624
[per-layer routing]
metal,GRT usage,up-vias
li1,-,13800
met4,0.0568,10
met3,0.127,324
met5,0.00920,-
met2,0.301,1851
met1,0.213,15200
[final timing paths]
path,slack [ns],endpoint,cells past startpoint,startpoint
worst max-delay path,0.64,REG_DATA1_ID[15],8,INSTRUCTION_ID[15]
worst min-delay path,1.33,my_reg.x[5][11],2,ALU_DATA_WB[11]
No activity file was given, so power comes from the tool's default toggle rates.
